[design/flow/run.sh]
#!/bin/bash
# OpenROAD 26Q1-2900-gdf79404cd8, Yosys 0.63+post, stock flow scripts
make -C /OpenROAD-flow-scripts/flow DESIGN_CONFIG=/design/flow/config.mk WORK_HOME=/design/flow/orfs finish
[design/flow/config.mk]
export PLATFORM = sky130hd
export DESIGN_NAME = Register_IF_ID
export DESIGN_NICKNAME = Register_IF_ID
export VERILOG_FILES = /design/flow/design.v
export SDC_FILE = /design/flow/constraint.sdc
export NUM_CORES = 4
export LEC_CHECK = 1
export CORE_UTILIZATION = 30
[design/flow/constraint.sdc]
current_design Register_IF_ID

set clk_period 3.4
set clk_io_pct 0.2

create_clock -name clk0 -period $clk_period [get_ports {clk}]

set non_clock_inputs [all_inputs -no_clocks]
set_input_delay [expr $clk_period * $clk_io_pct] -clock clk0 $non_clock_inputs
set_output_delay [expr $clk_period * $clk_io_pct] -clock clk0 [all_outputs]
[design/flow/design.v]
module Register_IF_ID(clk, IF_Flush, freeze, pc_plus_4, pc_plus_4_out, instruction, instruction_out);
  input clk, IF_Flush, freeze;
  input [31:0] instruction, pc_plus_4;
  output reg [31:0] instruction_out, pc_plus_4_out;
  always @(posedge clk) begin
    if (IF_Flush)
      instruction_out = 32'd0;
    else if(!freeze) begin
      instruction_out = instruction;
      pc_plus_4_out = pc_plus_4;
    end
  end
endmodule
module Register_ID_EX(clk, control_EX, control_EX_out, control_MEM, control_MEM_out, control_WB, control_WB_out, reg_file_read_data1, reg_file_read_data1_out, reg_file_read_data2, reg_file_read_data2_out, rs, rs_out, rt, rt_out, rd, rd_out, sign_extended_shift, sign_extended_shift_out, shamt, shamt_out, funct, funct_out);
  input clk;
  input [4:0] control_EX; output reg [4:0] control_EX_out;
  input [1:0] control_MEM; output reg [1:0] control_MEM_out;
  input [2:0] control_WB; output reg [2:0] control_WB_out;
  input [31:0] reg_file_read_data1, reg_file_read_data2; output reg [31:0] reg_file_read_data1_out, reg_file_read_data2_out;
  input [31:0] sign_extended_shift; output reg [31:0] sign_extended_shift_out;
  input [4:0] rs, rt, rd, shamt; output reg [4:0] rs_out, rt_out, rd_out, shamt_out;
  input [5:0] funct; output reg [5:0] funct_out;
  always @(posedge clk) begin
    control_EX_out = control_EX;
    control_MEM_out = control_MEM;
    control_WB_out = control_WB;
    reg_file_read_data1_out = reg_file_read_data1;
    reg_file_read_data2_out = reg_file_read_data2;
    rs_out = rs;
    rt_out = rt;
    rd_out = rd;
    shamt_out = shamt;
    funct_out = funct;
    sign_extended_shift_out = sign_extended_shift;
  end
endmodule
module Register_EX_MEM(clk, control_MEM, control_MEM_out, control_WB, control_WB_out, alu_output, alu_output_out, reg_file_read_data2, reg_file_read_data2_out, reg_file_write_reg, reg_file_write_reg_out);
  input clk;
  input [1:0] control_MEM; output reg [1:0] control_MEM_out;
  input [2:0] control_WB; output reg [2:0] control_WB_out;
  input [31:0] alu_output, reg_file_read_data2; output reg [31:0] alu_output_out, reg_file_read_data2_out;
  input [4:0] reg_file_write_reg; output reg [4:0] reg_file_write_reg_out;
  always @(posedge clk) begin
    control_MEM_out = control_MEM;
    control_WB_out = control_WB;
    alu_output_out = alu_output;
    reg_file_read_data2_out = reg_file_read_data2;
    reg_file_write_reg_out = reg_file_write_reg;
  end
endmodule
module Register_MEM_WB(clk, control_WB, control_WB_out, data_mem_output, data_mem_output_out, alu_output, alu_output_out, reg_file_write_reg, reg_file_write_reg_out);
  input clk;
  input [2:0] control_WB; output reg [2:0] control_WB_out;
  input [31:0] data_mem_output, alu_output; output reg [31:0] data_mem_output_out, alu_output_out;
  input [4:0] reg_file_write_reg; output reg [4:0] reg_file_write_reg_out;
  always @(posedge clk) begin
    control_WB_out = control_WB;
    data_mem_output_out = data_mem_output;
    alu_output_out = alu_output;
    reg_file_write_reg_out = reg_file_write_reg;
  end
endmodule
==> impl_metrics.toml <==
# flow metrics
[routing]
diodes = 0
drc_errors = 0
wl_per_cell_um = 12.4
vias = 1502
firstDrtPassIters = 4
totalWireLength_um = 4650
vias_per_cell = 4.02
postRouteAntennaNets = 0
drt_iter0_drc = 52

[timing]
rsz0062_at_grt = "no"
finalSetupViolCount = 0
maxSlewHeadroom = 0.638
layout_min_cycle_time_ns = 1.83
skew_ns = 0
slew_violations = 0
worstMarginPinSlew_ns = 0.542
fmax_ghz = 0.547
hold_violations = 0
post-route-period-util = 0.538
tns_ns = 0

[finish]
logic_area_sq_um = 447
fillers = 601
register_area_sq_um = 1600
final_area_sq_um = 3680
area_delta_synth_final_pct = 72.5
drive_above_1_share = 0.0755

[worst_hold_path]
worstHoldPathType = "register to register"
hp-start = "instruction_out[4]$_SDFFE_PP0N_"

[synth]
common_cells = "nor2_1, dfxtp_1, edfxtp_1, mux2i_1"
ys_sh_mux = 0.150
syn-cell-area_sq_um = 2140
top_area_frac = 0.450
ys_ff = 64
async_flop_share = 0
area_leaders = "edfxtp_1, dfxtp_1, mux2i_1"
ys_chip_area_sq_um = 2140
topCombFamilyByArea = "multiplexers"
synthCells = 137
synth_warnings = 1
xor_share = 0
postSynthSeqShare = 0.750
yosys_cells = 137
yosysMostFrequentCell = "nor2_1"
synth-compound-area-share = 0
avgSynthCellArea_sq_um = 15.6
ff_type = "edfxtp_1"
edf_count = 32
simple_gate_area_frac = 0.0580
top_area_cell = "edfxtp_1"
synth_cell_types = 8
yosys.area_share.adder = 0

[floorplanning]
design.core.area_sq_um = 6830
row_count = 30
die_w_um = 86.4
initCoreUtil = 0.313
fp.dieArea_sq_um = 7460
ioPinCount = 131
dieHeight_um = 86.4

[outcome]
status = "finished, final reports clean"

[critical_path]
setup.worst_path.start = "instruction_out[25]$_SDFFE_PP0N_"
crit_buf_inv = 1
cp.arrival_ns = 1.15
crit_fanout = 2
crit_type = "register to primary output"
worst_r2r_startpoint = "instruction_out[15]$_SDFFE_PP0N_"
slowest_stage = "clkdlybuf4s50_1"
startpoint_type = "register"
worstPathRequired_ns = 2.72
crit_family = "buffers and inverters"
slowest_delay_ns = 0.47
cp-end-kind = "primary output"
rrSetupSlack_ns = 2.78
cp_cell_sequence = "clkdlybuf4s50_1"

[power_and_ir_drop]
power_per_cell_area_nw_per_um2 = 467
ir_drop_mv = 0.189
p_leak_uw = 0.00142

[clock_tree]
cts_sinks = 64
post_cts_buffers = 0
cts_buffers = 9
ctsHoldBuffers = 0
insertion_delay_ns = 0.32
ctsResizeCount = 0
htree_num_levels = 3
clk_pin_slew_worst_paths_ns = 0.07
cts_tree = "built"
clockRootBuffer = "clkbuf_8"
cts_max_path_buffers = 2

[grt]
antenna_found_initial = 0
gr-total-overflow = 0
grt_first_pass_wirelength_um = 6970
grt_max_degree = 33
track_usage = 0.126
grt_pass1_vias = 1397

[placement]
port_buffers = 130
dpl_cell_area_sq_um = 3490
dpl.hpwl_um = 3210
place.gp.congestion = 0.717

[flow_run]
cap_violations = 0
tool_warnings = 25
-- metal layers --
layer  up-vias  global-route usage  share of wire
li1        747                   -              -
met1       676               0.185           0.41
met2        70               0.196           0.48
met3         9              0.0348          0.088
met4         0              0.0288          0.021
met5         -                   0              0
-- registers in the layout, indices dropped and copies added (netlist names) --
register         flops
instruction_out     32
pc_plus_4_out       32
-- cell usage in the layout, fill, tap and decap left out, drive strengths merged --
| cell type | count |
|---|---|
| clkinvlp | 2 |
| clkdlybuf4s50 | 129 |
| nor2 | 33 |
| mux2i | 32 |
| clkinv | 4 |
| bufinv | 1 |
| dfxtp | 32 |
| buf | 4 |
| clkbuf | 9 |
| edfxtp | 32 |
-- kinds of logic (layout without fill, tap and decap cells) --
family                 count (synthesis)  in the layout
muxes                                 32             32
DFF                                   64             64
buffers and inverters                  8            149
and+or+nand+nor                       33             33
-- per-stage QoR --
stage	total power, uW	hold slack [ns]	std cells	worst slack (ns)	utilization
after floorplan	941	0.440	137	0.637	-
after global placement	1110	0.477	358	1.44	0.510
after detailed placement	1110	0.482	358	1.44	0.510
after CTS	1750	0.501	374	1.54	0.539
after global routing	1810	0.524	374	1.51	0.539
final	1720	0.495	374	1.57	0.539
-- report_power, final --
| group | internal, uW | leakage [uW] | switching [uW] |
|---|---|---|---|
| Sequential | 861 | 0.000565 | 16.3 |
| Combinational | 161 | 0.000763 | 50.0 |
| Clock | 338 | 0.0000952 | 293 |
-- final cells by class --
| cell class | instances | share of cell area |
|---|---|---|
| clock inverter | 7 | 0.0197 |
| tap | 96 | 0.0326 |
| multi-input combinational | 65 | 0.121 |
| sequential | 64 | 0.435 |
| timing repair buffer | 133 | 0.358 |
| clock buffer | 9 | 0.0336 |
-- final timing paths --
path                                                    endpoint  cells past startpoint
worst max-delay path                         instruction_out[25]                      1
worst min-delay path             instruction_out[4]$_SDFFE_PP0N_                      2
worst max register to register  instruction_out[15]$_SDFFE_PP0N_                      2
worst min register to register   instruction_out[4]$_SDFFE_PP0N_                      2
Power figures rest on the tool's default switching activity, not on a simulated workload.
