[flow/run.sh]
#!/bin/bash
# OpenROAD 26Q1-2900-gdf79404cd8, Yosys 0.63+post, stock flow scripts
make -C /OpenROAD-flow-scripts/flow DESIGN_CONFIG=/design/flow/config.mk WORK_HOME=/design/flow/orfs finish
[flow/config.mk]
export PLATFORM = sky130hd
export DESIGN_NAME = Mux4_32b
export DESIGN_NICKNAME = Mux4_32b
export VERILOG_FILES = /design/flow/design.v
export SDC_FILE = /design/flow/constraint.sdc
export NUM_CORES = 4
export LEC_CHECK = 1
export CORE_AREA = 10 10 76 76
export DIE_AREA = 0 0 86 86
[flow/constraint.sdc]
current_design Mux4_32b

set clk_period 3.9
set clk_io_pct 0.2

create_clock -name clk0 -period $clk_period

set non_clock_inputs [all_inputs -no_clocks]
set_input_delay [expr $clk_period * $clk_io_pct] -clock clk0 $non_clock_inputs
set_output_delay [expr $clk_period * $clk_io_pct] -clock clk0 [all_outputs]
[flow/design.v]
module Mux2_32b(out, select, in0, in1);
  input select;
  input [31:0] in0, in1;
  output wire [31:0] out;
  assign #10 out = select == 0? in0 : in1;
endmodule
module Mux4_32b(out, select, in0, in1, in2, in3);
  input [1:0] select;
  input [31:0] in0, in1, in2, in3;
  output wire [31:0] out;
  assign #10 out = (select == 2'd0)? in0 : (select == 2'd1)? in1 : (select == 2'd2)? in2 : (select == 2'd3)? in3 : 32'bx;
endmodule
module Mux4_5b(out, select, in0, in1, in2, in3);
  input [1:0] select;
  input [4:0] in0, in1, in2, in3;
  output wire [4:0] out;
  assign #10 out = (select == 2'd0)? in0 : (select == 2'd1)? in1 : (select == 2'd2)? in2 : (select == 2'd3)? in3 : 4'bx;
endmodule
==> qor.yml <==
outcome: "completed"
drive_above_1_share_pct: 16.8
grt_antenna_before_repair: 0
relSlewSlack_pct: 71.8
die_y_um: 86
syn_avg_cell_area_um2: 20.9
cts_setup_buffers: 0
drt_iter0_markers: 62
grt_max_degree: 33
layout.cells.non_filler: 246
track_usage_pct: 15.0
core_um2: 4120
critPathLaunchType: "input port"
p_leak_nw: 0.860
setup_tns_ns: 0
rsz0062_at_grt: "no"
initCoreUtil_pct: 19.8
die_x_um: 86
dp.cells: 246
cts-resized-gates: 0
nFillCells: 331
critPathCaptureType: "output pin"
io_buffer_count: 162
cp.arrival_ns: 2.46
hp-class: "in2out"
place.gp.congestion: 0.806
ioPinCount: 162
avgViaCountPerCell: 4.63
fin_crit_sh_pct: 83.0
synth_area_um2: 815
drt-wirelength-per-cell_um: 22.9
grt_first_pass_wirelength_um: 8530
syn_to_final_growth_pct: 199
worstPathRequired_ns: 3.12
warnings: 33
power.density_nw_per_um2: 110
drt-pass1-iter-count: 4
drcViolationCount: 0
ir_drop_v: 0.0000489
ys_seq_share_pct: 0
antennaDiodeCount: 0
ant_nets: 0
hold_viol: 0
fmax_mhz: 309
yosysUniqueCellTypes: 5
crit_fanout: 32
register_area_um2: 0
holdPathStages: 3
cap_violations: 0
post-route-min-period_ns: 3.24
power_mw: 0.267
slew_violations: 0
fin_util_pct: 59.2
grt_pass1_vias: 1306
nFlopsAndLatches: 0
drt-total-wl_um: 5630
syn_inst: 39
dp_hpwl_um: 5150
clkbuf_count: 0
yosys_warnings: 0
hold_ws_ns: 2.63
ys_cells: 39
vias: 1139
die_area_um2: 7400
worst_pin_slew_ns: 0.423
ys_area_um2: 815
rows: 23
grt_overflow: 0
worst-setup-path-type: "in2out"
setup_violations: 0
cts_hold_buf: 0
==> per-layer routing <==
metal / track usage [%] / share of wire, %
met5: 0 / 0
met3: 5.05 / 9.6
met2: 26.4 / 52
met1: 18.7 / 38
met4: 0 / 0
==> report_power, final <==
part	switching (mW)	leakage [nW]	internal [mW]	total (mW)
Combinational	0.0480	0.860	0.219	0.267
Sequential	0	0	0	0
Clock	0	0	0	0
==> kinds of logic (layout without fill, tap and decap cells) <==
logic type	count (synthesis)	count (layout)	share of synthesized area, %
multiplexers	32	32	89.4
buffers and inverters	7	164	10.6
==> cell type report <==
class	instances	area (um^2)	share of cell area, %
tap	50	62.6	2.57
timing repair buffer	164	1640	67.5
multi-input combinational	32	728	29.9
==> path summary, 6_finish.rpt <==
path | start | end | slack (ns)
max | select[1] | out[20] | 0.66
min | select[0] | out[11] | 2.63
==> cell usage after synthesis, drive strengths merged <==
cell / count / area share, %
buf: 7 / 11
mux4: 32 / 89
==> cell usage in the layout (no fill, tap or decap), drive strengths merged <==
cell and n:
buf 3, clkdlybuf4s50 161, mux4 32
==> worst max-delay path, stage by stage <==
cell	delay [ns]
clkdlybuf4s50_1	0.46
buf_4	0.38
mux4_2	0.38
clkdlybuf4s50_1	0.45
==> stage by stage <==
step                      cell area (um^2)  setup slack, ns
after floorplan                        815             1.62
after detailed placement              2430            0.648
after global placement                2430            0.661
after global routing                  2430            0.608
after CTS                             2430            0.646
final                                 2430            0.664
No activity file was given, so power comes from the tool's default toggle rates.
